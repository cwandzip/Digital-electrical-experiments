==> design/flow/design.v <==
module ps2_keyboard(clk,clrn,ps2_clk,ps2_data,data,
                    ready,nextdata_n,overflow);
    input clk,clrn,ps2_clk,ps2_data;
    input nextdata_n;
    output [7:0] data;
    output reg ready;
    output reg overflow;      
    reg [9:0] buffer;         
    reg [7:0] fifo[7:0];      
    reg [2:0] w_ptr,r_ptr;    
    reg [3:0] count;   
    reg [2:0] ps2_clk_sync;
    always @(posedge clk) begin
        ps2_clk_sync <=  {ps2_clk_sync[1:0],ps2_clk};
    end
    wire sampling = ps2_clk_sync[2] & ~ps2_clk_sync[1];
    always @(posedge clk) begin
        if (clrn == 0) begin  
            count <= 0; w_ptr <= 0; r_ptr <= 0; overflow <= 0; ready<= 0;
        end
        else begin
            if ( ready ) begin  
                if(nextdata_n == 1'b0)  
                begin
                    r_ptr <= r_ptr + 3'b1;
                    if(w_ptr==(r_ptr+1'b1))  
                        ready <= 1'b0;
                end
            end
            if (sampling) begin
              if (count == 4'd10) begin
                if ((buffer[0] == 0) &&   
                    (ps2_data)       &&   
                    (^buffer[9:1])) begin       
                    fifo[w_ptr] <= buffer[8:1];   
                    w_ptr <= w_ptr+3'b1;
                    ready <= 1'b1;
                    overflow <= overflow | (r_ptr == (w_ptr + 3'b1));
                end
                count <= 0;      
              end else begin
                buffer[count] <= ps2_data;   
                count <= count + 3'b1;
              end
            end
        end
    end
    assign data = fifo[r_ptr];  
endmodule
==> design/flow/run.sh <==
#!/bin/bash
# OpenROAD 26Q1-2900-gdf79404cd8, Yosys 0.63+post, stock flow scripts
make -C /OpenROAD-flow-scripts/flow DESIGN_CONFIG=/design/flow/config.mk WORK_HOME=/design/flow/orfs finish
==> design/flow/config.mk <==
export PLATFORM = sky130hd
export DESIGN_NAME = ps2_keyboard
export DESIGN_NICKNAME = ps2_keyboard
export VERILOG_FILES = /design/flow/design.v
export SDC_FILE = /design/flow/constraint.sdc
export NUM_CORES = 4
export LEC_CHECK = 1
export CORE_UTILIZATION = 50
==> design/flow/constraint.sdc <==
current_design ps2_keyboard

set clk_period 3.5
set clk_io_pct 0.2

create_clock -name clk0 -period $clk_period [get_ports {clk}]

set non_clock_inputs [all_inputs -no_clocks]
set_input_delay [expr $clk_period * $clk_io_pct] -clock clk0 $non_clock_inputs
set_output_delay [expr $clk_period * $clk_io_pct] -clock clk0 [all_outputs]
==> results_dict.tcl <==
# yosys + openroad results
set metrics [dict create \
    rsz0062_at_grt "no" \
    crit_path_end_kind "primary output" \
    grt_max_degree 17 \
    worst_clock_skew_ns 0.00957 \
    ctsResizeCount 0 \
    core_um2 7690 \
    worst-r2r-cell-count 5 \
    drt_pass1_iterations 4 \
    ys_seq_share_pct 65.4 \
    vdd.ir_drop.worst_uv 250 \
    gp_congestion 0.777 \
    max_freq_mhz 336 \
    hold_ws_ns 0.337 \
    period_minus_slack_ns 2.97 \
    cp_top_family "multiplexers" \
    rows 32 \
    drt_iter0_drc 126 \
    ys_warn_count 1 \
    path_clk_slew_ns 0.09 \
    wl_per_cell_um 17.5 \
    max_slew.worst_pin.slew_ns 0.624 \
    cts.sinks 92 \
    setup_viol_count_final 0 \
    syn-cell-area_um2 3950 \
    fp_util_pct 51.4 \
    ios 15 \
    slowest_stage "mux4_2" \
    holdPathStages 0 \
    tool_warnings 30 \
    port_buffers 14 \
    hp-start "ps2_clk_sync[0]$_DFF_P_" \
    crit_chain "buf_4 > mux4_2 > mux2_2 > clkdlybuf4s50_1" \
    routed_via_density 5.45 \
    ys_cells 247 \
    r2r-end "fifo[6][4]$_DFFE_PP_" \
    cap_violations 0 \
    numCtsBuffers 9 \
    arrival_ns 2.27 \
    clockRootBuffer "clkbuf_8" \
    die_w_um 90.9 \
    status "finished, final reports clean" \
    path_buffers 2 \
    yosys.area.top_type "edfxtp_1" \
    post-cts-setup-buffer-count 0 \
    synthCells 247 \
    route.detailed.drc 0 \
    cts_tree "built" \
    hold_end "ps2_clk_sync[1]$_DFF_P_" \
    final_area_um2 4470 \
    relSlewSlack_pct 58.2 \
    ff2ff_setup_slack_ns 0.81 \
    clk_latency_ns 0.36 \
    area_growth_pct 13.1 \
    synth_cell_types 42 \
    leakage_nw 1.52 \
    ys_ff 92 \
    cp.required_ns 2.80 \
    antenna_found_initial 0 \
    ant_nets 0 \
    fillers 599 \
    grt_use_total_pct 19.3 \
    grt_pass1_wl_um 11100 \
    die.size.y_um 90.9 \
    fin_setup_tns_ns 0 \
    yosysTopAreaCellShare_pct 56.3 \
    cp-start-kind "flip-flop" \
    h-tree-depth 3 \
    finalCritPeriodShare_pct 84.9 \
    placed_area_um2 4250 \
    hpwlAfterDp_um 4420 \
    path_class "reg -> out" \
    finalHoldViolCount 0 \
    ys_top_cells_by_area "edfxtp_1, dfxtp_1, mux4_2" \
    min_path_type "reg -> reg" \
    final_util_pct 58.1 \
    slew_violations 0 \
    cp_max_fo 16 \
    drive_above_1_share_pct 20.9 \
    die_area_um2 8260 \
    cts_buffer_depth 2 \
    grt-ovfl-total 0 \
    grt_pass1_vias 2206 \
    antennaDiodeCount 0 \
    via_count 2065 \
    wl_um 6630 \
    syn_avg_cell_area_um2 16.0 \
    ys_area_um2 3950 \
    hold_buffers 0 \
    rr_startpoint "buffer[5]$_DFFE_PP_" \
    p_per_area_nw_per_um2 453 \
    critPathMaxStageDelay_ns 0.59 \
]
## layout make-up
type                    instances  area (µm²)  area share, %
clock buffers                   9         124           2.77
clock inverters                 7        97.6           2.18
inverters                       6        22.5          0.504
multi-input cells             140        1310           29.2
flip-flops and latches         92        2580           57.8
well taps                     102         128           2.86
repair buffers                 23         208           4.65
## where the power goes
group | internal [W] | switching, W | total, W
combinational | 0.0000259 | 0.0000289 | 0.0000548
sequential | 0.00118 | 0.0000113 | 0.00119
clock | 0.000407 | 0.000373 | 0.000780
total | 0.00161 | 0.000413 | 0.00202
## flip-flops by register name (all words and copies together), names as in the netlist, named ones only
| name | cells |
|---|---|
| w_ptr | 3 |
| overflow | 1 |
| r_ptr | 3 |
| count | 4 |
| buffer | 10 |
| ready | 1 |
| ps2_clk_sync | 3 |
| fifo | 64 |
## worst max-delay path by stage
stage / to / cells past startpoint
after CTS: data[0] / 4
after global routing: data[0] / 4
final: data[0] / 4
## layer usage
metal	up-vias	global-route usage, %	share of wire (%)
li1	986	-	-
met1	1008	29.3	41
met2	61	30.3	50
met3	10	6.94	7.0
met4	0	3.57	1.9
met5	-	0	0
## kinds of logic (layout without fill, tap and decap cells)
logic type      count (synthesis)  count (layout)  share of synthesized area (%)
mux                            30              30                           13.3
fa+ha+maj                       8               8                           2.53
xor+xnor                       16              16                           4.34
buf+inv                        15              45                           1.55
flops                          92              92                           65.4
simple gates                   66              66                           9.31
compound gates                 20              20                           3.55
## through the flow
stage                     cells  setup slack, ns  power (W)
after floorplan             247            0.978    0.00125
after global placement      363            0.542    0.00127
after detailed placement    363            0.432    0.00127
after CTS                   379            0.485    0.00204
after global routing        379            0.439    0.00209
final                       379            0.528    0.00202
## worst register-to-register path: stages, from the launching register on
cell and delay [ns]:
edfxtp_1 0.58, xor2_1 0.22, xnor3_2 0.47, mux2i_4 0.24, or2_1 0.29, nor3_2 0.54
## Yosys cell counts, drive strengths merged
library cell  number
or2b               1
xnor2              7
xor3               1
xor2               7
nand2             18
dfxtp             18
a21oi              6
ha                 8
and2               2
mux2i              3
nor3               3
nor2b              4
nand4              1
or2                2
xnor3              1
nor4               2
edfxtp            74
buf                6
and3               2
o21a               1
nand2b             2
mux4              16
nor2              17
mux2              11
inv                6
nor4b              1
clkbuf             3
o21ai              4
nand3              5
or3b               1
o41ai              1
a22o               7
o22ai              1
nand3b             3
or3                2
## layout by cell type (no fill, tap or decap), types with 4 or more instances in the layout
master and n:
clkdlybuf4s50_1 14, mux4_2 16, dfxtp_1 18, buf_4 9, inv_1 6, mux2_2 9
a21oi_1 6, edfxtp_1 74, nand2_1 18, xnor2_1 7, nor2_1 17, a22o_1 7
nand3_1 5, ha_1 8, clkbuf_8 9, nor2b_1 4, xor2_1 7
No activity file was given, so power comes from the tool's default toggle rates.
