**/design/flow/run.sh**
```bash
#!/bin/bash
# OpenROAD 26Q1-2900-gdf79404cd8, Yosys 0.63+post, stock flow scripts
make -C /OpenROAD-flow-scripts/flow DESIGN_CONFIG=/design/flow/config.mk WORK_HOME=/design/flow/orfs finish
```
**/design/flow/config.mk**
```make
export PLATFORM = sky130hd
export DESIGN_NAME = top
export DESIGN_NICKNAME = top
export VERILOG_FILES = /design/flow/design.v
export SDC_FILE = /design/flow/constraint.sdc
export NUM_CORES = 4
export LEC_CHECK = 1
export CORE_AREA = 10 10 70 70
export DIE_AREA = 0 0 80 80
```
**/design/flow/constraint.sdc**
```tcl
current_design top

set clk_period 1.9
set clk_io_pct 0.2

create_clock -name clk0 -period $clk_period [get_ports {clk}]

set non_clock_inputs [all_inputs -no_clocks]
set_input_delay [expr $clk_period * $clk_io_pct] -clock clk0 $non_clock_inputs
set_output_delay [expr $clk_period * $clk_io_pct] -clock clk0 [all_outputs]
```
**/design/flow/design.v**
```verilog
module MuxKeyInternal #(NR_KEY = 2, KEY_LEN = 1, DATA_LEN = 1, HAS_DEFAULT = 0) (
  output reg [DATA_LEN-1:0] out,
  input [KEY_LEN-1:0] key,
  input [DATA_LEN-1:0] default_out,
  input [NR_KEY*(KEY_LEN + DATA_LEN)-1:0] lut
);
  localparam PAIR_LEN = KEY_LEN + DATA_LEN;
  wire [PAIR_LEN-1:0] pair_list [NR_KEY-1:0];
  wire [KEY_LEN-1:0] key_list [NR_KEY-1:0];
  wire [DATA_LEN-1:0] data_list [NR_KEY-1:0];
  generate
    for (genvar n = 0; n < NR_KEY; n = n + 1) begin
      assign pair_list[n] = lut[PAIR_LEN*(n+1)-1 : PAIR_LEN*n];
      assign data_list[n] = pair_list[n][DATA_LEN-1:0];
      assign key_list[n]  = pair_list[n][PAIR_LEN-1:DATA_LEN];
    end
  endgenerate
  reg [DATA_LEN-1 : 0] lut_out;
  reg hit;
  integer i;
  always @(*) begin
    lut_out = 0;
    hit = 0;
    for (i = 0; i < NR_KEY; i = i + 1) begin
      lut_out = lut_out | ({DATA_LEN{key == key_list[i]}} & data_list[i]);
      hit = hit | (key == key_list[i]);
    end
    if (!HAS_DEFAULT) out = lut_out;
    else out = (hit ? lut_out : default_out);
  end
endmodule
module MuxKeyWithDefault #(NR_KEY = 2, KEY_LEN = 1, DATA_LEN = 1) (
  output [DATA_LEN-1:0] out,
  input [KEY_LEN-1:0] key,
  input [DATA_LEN-1:0] default_out,
  input [NR_KEY*(KEY_LEN + DATA_LEN)-1:0] lut
);
  MuxKeyInternal #(NR_KEY, KEY_LEN, DATA_LEN, 1) i0 (out, key, default_out, lut);
endmodule
module SimReg (clk, reset, state_din, state_dout, state_wen);
	input 			clk, reset, state_wen;
	input [3:0] 	state_din;
	output reg [3:0] 	state_dout;
	parameter[3:0] S0 = 0, S1 = 1, S2 = 2, S3 = 3,
          S4 = 4, S5 = 5, S6 = 6, S7 = 7, S8 = 8;
	always @(posedge clk) begin
		if (!state_wen) 
			state_dout <= S0;
		else begin
			if (!reset) 
				state_dout <= S0;
			else begin
				state_dout <= state_din;
			end
		end
	end
endmodule
module top
(
  input   clk, in, reset,
  output reg out,
  output [3:0] state
);
parameter[3:0] S0 = 0, S1 = 1, S2 = 2, S3 = 3,
          S4 = 4, S5 = 5, S6 = 6, S7 = 7, S8 = 8;
wire [3:0] state_din, state_dout;
wire state_wen;
assign state = state_dout;
SimReg fsm(clk, reset, state_din, state_dout, state_wen);
assign state_wen = 1;
MuxKeyWithDefault#(9, 4, 1) outMux(.out(out), .key(state_dout), .default_out(0), .lut({
  S0, 1'b0,
  S1, 1'b0,
  S2, 1'b0,
  S3, 1'b0,
  S4, 1'b1,
  S5, 1'b0,
  S6, 1'b0,
  S7, 1'b0,
  S8, 1'b1
}));
MuxKeyWithDefault#(9, 4, 4) stateMux(.out(state_din), .key(state_dout), .default_out(S0), .lut({
  S0, in ? S5 : S1,
  S1, in ? S5 : S2,
  S2, in ? S5 : S3,
  S3, in ? S5 : S4,
  S4, in ? S5 : S4,
  S5, in ? S6 : S1,
  S6, in ? S7 : S1,
  S7, in ? S8 : S1,
  S8, in ? S8 : S1
}));
endmodule
```
==> run notes <==
Implementation results

The run finished with clean final reports. The cell taking the most area after synthesis is dfxtp_1. The number of diodes is 0. The total number of cells along the worst setup path is 3. The stat command in Yosys gives a chip area of 225 µm². For reference, the top cells by area after synthesis are dfxtp_1, xnor2_1, nand2_1.

The count of input and output buffers is 7. The average detailed-routed wire length per instance is 7.67 µm. The distinct cell type count of the synthesized netlist is 18. The relative max-transition margin is 78.4%.

The worst setup path is captured at an output port. The maximum cell stage delay along the critical path is 0.50 ns. The worst clock skew is 0.00322 ns.

The mean area per synthesized cell is 8.66 µm². Ranked by flip-flop count, first place goes to fsm.state_dout. Per the TritonCTS log, the buffer count is 3. Looking at the critical path, the highest net fanout was 7. Setup repair after global routing left no endpoint under its margin.

The via total after detailed routing is 223. The last timing report of the flow puts the setup violation total at 0. Ranked by instance count, the synthesized netlist is headed by dfxtp_1, nand2_1, buf_2, nor3_1, xnor2_1. The register clock-pin slew on the reported worst setup and hold paths is 0.03 ns. The final weighted congestion recorded by global placement is 0.708. The post-detailed-route via-to-cell ratio is 2.75. The final-layout worst hold slack is 0.576 ns. Global routing used 1.97% of the available tracks across all layers.

The total count of max-transition violations in the final report is 0. Post-route period utilization is reported as 93.0%. The die area is 6400 µm².

The via count of the first global-routing pass is 200. The cell count listed in synth_stat.txt is 26. Compared with the post-synthesis result, the final layout area differs by 65.6%.

Summing over the stages, the warning tally comes to 25. Looking at the setup timing report, the critical path kind is flop to output port. The report lists the power per cell area as 693 nW/µm².

The class of the tightest hold or removal check is flop to flop. The DRC marker count from the first detailed-route iteration is 13. The tool flagged a number of max-cap violations equal to 0. The cell count of the worst hold path is 2. The later pin in the worst-skew pair is clocked with a latency of 0.24 ns. The number of filler instances in the final layout is 401. The remaining global-route overflow is 0. The clock tree from TritonCTS is done.

The number of H-tree branching levels is 1. The buffer-and-inverter tally for the worst setup path is 1. Per the OpenROAD floorplan log, the height of the die is 80 µm.

The quantity of gates resized following cts is 0. Per the post-route antenna check, the number of violating nets is 0. The share of flip-flops with an asynchronous set or reset after synthesis is 0%. In the post-synthesis netlist, the cell with the most instances is dfxtp_1. Clock tree synthesis found a total of 4 sinks.

Sequential elements use 35.6% of the synthesized area. The top cell family by delay on the critical path is buffers and inverters. The transition at the pin with the smallest max-transition slack is 0.323 ns. The maximum clock frequency is 566 MHz.

The post-synth count of flops with an enable pin is 0. Summing every instance area after synthesis gives 225 µm². Total power for the finished layout comes to 0.258 mW. According to the I/O placement log, the pin count is 8.

No sink is reached through more buffers than the 2 on the longest clock path. For the finished layout, the period the worst path requires is 1.77 ns. In the floorplan report the effective utilization is 6.59%. The share of the synthesized area in the top cell type is 35.6%. The number of hold violations in the final report is 0. Once the clock tree was built, the setup fixing pass inserted 0 buffers. The worst ir drop on vdd is 0.453 mV. The number of buffers inserted for hold repair after clock tree synthesis is 0. The number of flip-flops in the largest register is 4. For this design the static power due to leakage is 0.124 nW. The count of state elements after synthesis is 4. The Yosys step of the flow raised 4 warnings. Per the detailed-route log, wirelength across all metal layers totals 621 µm. On the critical path the data arrives at 1.39 ns. Setup total negative slack on the finished layout was measured at 0 ns. Entering global routing, the biggest net connects 10 pins.

The count of cells along the worst register-to-register path is 3. The first TritonRoute pass finished after 4 iterations. In the final layout, the registers with the most flip-flops are fsm.state_dout x4. The proportion of layout cells with a drive suffix above 1 is 14.3%. The critical path's slowest stage uses the library cell clkdlybuf4s50_1. Row generation in the floorplan step produced 21 rows. In this run the clock root is driven by a clkbuf_4.

After detailed routing, the number of remaining DRC violations is 0. The global-route wire length before repair is 972 µm. The most instantiated flip-flop cell in the synthesis netlist is dfxtp_1. The region available for standard cell placement spans 3420 µm². The data required time at the worst endpoint is 1.52 ns.

The number of instances in the synthesized netlist is 26. The die boundary width is 80 µm. The number of antenna violations at the first check in global routing was 0. The startpoint class of the critical path is a flop.

The report lists the cells along the critical path as xnor2_1 -> nor3_1 -> clkdlybuf4s50_1.
-- stage by stage --
step           setup slack (ns)  std cells  cell area [µm²]  utilization [%]
2_1_floorplan             0.904         26              225                -
3_3_place_gp              0.346         78              350             10.3
3_5_place_dp              0.358         78              350             10.3
4_1_cts                   0.106         81              373             10.9
5_1_grt                  0.0155         81              373             10.9
6_report                  0.133         81              373             10.9
-- layout make-up --
type | count | area (µm²) | share of cell area (%)
multi-input combinational | 20 | 135 | 36.2
sequential | 4 | 80.1 | 21.5
timing repair buffer | 8 | 77.6 | 20.8
tap | 46 | 57.6 | 15.4
clock buffer | 3 | 22.5 | 6.04
-- path summary, 6_finish.rpt --
kind                     startpoint                 to  slack (ns)
setup reg to reg  fsm.state_dout[0]  fsm.state_dout[2]        0.80
setup / recovery  fsm.state_dout[3]                out        0.13
hold reg to reg   fsm.state_dout[3]  fsm.state_dout[3]        0.58
hold / removal    fsm.state_dout[3]  fsm.state_dout[3]        0.58
-- layout by cell type, fill, tap and decap left out, types with 2 or more instances in the layout --
master           Yosys  layout
clkbuf_4             0       3
nand2_1              3       3
nor3_1               2       2
dfxtp_1              4       4
clkdlybuf4s50_1      0       7
xnor2_1              2       2
-- tightest hold or removal path, delay by kind of cell, from the launching register on --
family / cells / cell delay, ns
AND-OR/OR-AND: 1 / 0.06
flip-flops: 1 / 0.35
AND/OR/NAND/NOR: 1 / 0.11
-- per-layer routing --
metal,vias up,track usage [%],share of wire [%]
li1,113,-,-
met1,98,3.00,52
met2,12,1.61,31
met3,0,2.05,16
met4,0,0.352,0
met5,-,0,0
-- logic make-up after synthesis --
group,after synthesis,synth area share [%]
simple gates,11,26.7
mux,1,4.44
compound gates,5,17.2
buf+inv,2,4.44
flops,4,35.6
xor+xnor,3,11.7
-- power by group --
part	total [mW]	internal [mW]	switching, mW
combinational	0.0532	0.0339	0.0192
clock	0.103	0.0704	0.0326
sequential	0.102	0.0908	0.0113
No activity file was given, so power comes from the tool's default toggle rates.
