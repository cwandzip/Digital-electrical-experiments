## flow/run.sh

```bash
#!/bin/bash
# OpenROAD 26Q1-2900-gdf79404cd8, Yosys 0.63+post, stock flow scripts
make -C /OpenROAD-flow-scripts/flow DESIGN_CONFIG=/design/flow/config.mk WORK_HOME=/design/flow/orfs finish
```

## flow/config.mk

```make
export PLATFORM = sky130hd
export DESIGN_NAME = seg_cnt
export DESIGN_NICKNAME = seg_cnt
export VERILOG_FILES = /design/flow/design.v
export SDC_FILE = /design/flow/constraint.sdc
export NUM_CORES = 4
export LEC_CHECK = 1
export CORE_AREA = 10 10 74 74
export DIE_AREA = 0 0 84 84
```

## flow/constraint.sdc

```tcl
current_design seg_cnt

set clk_period 1.9
set clk_io_pct 0.2

create_clock -name clk0 -period $clk_period [get_ports {isRelease}]

set non_clock_inputs [all_inputs -no_clocks]
set_input_delay [expr $clk_period * $clk_io_pct] -clock clk0 $non_clock_inputs
set_output_delay [expr $clk_period * $clk_io_pct] -clock clk0 [all_outputs]
```

## flow/design.v

```verilog
module bcd7seg (num, bcd);
	input [3:0] 		num;
	output reg [7:0] 	bcd;
	always @(*) begin
		case (num)
		4'b0000: bcd = ~ 8'b11111100;
		4'b0001: bcd = ~ 8'b01100000;
		4'b0010: bcd = ~ 8'b11011010;
		4'b0011: bcd = ~ 8'b11110010;
		4'b0100: bcd = ~ 8'b01100110;
		4'b0101: bcd = ~ 8'b10110110;
		4'b0110: bcd = ~ 8'b10111110;
		4'b0111: bcd = ~ 8'b11100000;
		4'b1000: bcd = ~ 8'b11111110;
		4'b1001: bcd = ~ 8'b11110110;
		4'b1010: bcd = ~ 8'b11101110;
		4'b1011: bcd = ~ 8'b00111110;
		4'b1100: bcd = ~ 8'b00011010;
		4'b1101: bcd = ~ 8'b01111010;
		4'b1110: bcd = ~ 8'b10011110;
		4'b1111: bcd = ~ 8'b10001110;
		endcase
	end
endmodule
module seg_cnt (isRelease, bcdcnt4, bcdcnt5);
	input 			isRelease;
	output [7:0]	bcdcnt4, bcdcnt5;
	reg [7:0] cnt_t = 8'b00000000;
	always @(negedge isRelease) begin
		cnt_t <= cnt_t + 8'b00000001;
	end
	bcd7seg bcd7seg4(
		.num 	(cnt_t[3:0]),
		.bcd 	(bcdcnt4)
	);
	bcd7seg bcd7seg5(
		.num 	(cnt_t[7:4]),
		.bcd 	(bcdcnt5)
	);
endmodule
```

==> CHANGELOG.md <==
### Changed

- CTS root buffer: clkbuf_8
- IR drop worst, VDD: 0.247 mV
- Failing checks: negative setup slack
- Hold Crit Class: flip-flop to flip-flop
- Final Util: 39.5%
- Late-Pin Clk Latency: 0.30 ns
- Number of vias per cell: 3.95
- Total grt overflow: 0
- Largest registers: cnt_t (8)
- Crit path DAT: 2.54 ns
- Leakage Power: 0.737 nW
- CTS tree: built
- First-pass GRT wire length: 3650 µm
- Placed cells: 180
- Die Area: 0.00706 mm²
- CP Class: flip-flop to primary output
- Fillers: 368
- Clk_skew: 0.0143 ns
- Gr usage total: 5.94%
- CTS H-tree depth: 1
- WL/cell: 10.3 µm
- Main logic family after synthesis: adder cells
- DP Area: 0.00128 mm²
- Cells after Synth: 91
- Routability cong.: 0.800
- # diodes: 0
- Yosys reg bits: 8
- Rows: 23
- Complex Gates by Area: 9.74%
- Setup-failing EPs final: 14
- Max_cap viols: 0
- Final wirelength: 2130 µm
- Yosys warnings: 2
- R2r setup slk: 0.58 ns
- Max reg flops: 8
- Yosys simple share: 15.8%
- DP Wirelength: 1490 µm
- Largest net degree at the start of global routing: 8
- First-pass iteration count of the detailed router: 2
- FA/HA/MAJ Cells, Area Fraction: 22.4%
- Synthesized cell area: 783 µm²
- Top reg by flops: cnt_t
- Layout area overhead: 100%
- Max incr delay on CP: 0.42 ns
- CP max-delay cell: mux4_2
- Die Wd: 84 µm
- Remaining antenna violation count: 0
- Die height: 84 µm
- Final Max Slew Viols: 0
- Initial antenna violation count: 0
- Tot Pwr: 0.437 mW
- Register share after synthesis: 20.4%
- Drt drc: 0
- Cell Type Count: 26
- I/O pin cnt: 17
- Tool Warnings: 48
- Min Hold Slack: 0.627 ns
- Post-synthesis mux area share: 15.2%
- DR vias: 817
- CTS Hold Buffers Added: 0
- Logic area: 714 µm²
- Outcome: complete, but fails checks
- RSZ-0062 raised after global routing: yes
- PwrDens: 278 mW/mm²
- Crit-path max FO: 5
- Syn Area/Cell: 8.61 µm²
- Xor/xnor share: 6.71%
- Hold Fails Final Rpt: 0
- Critical Path RT: 1.52 ns
- CTS Buffer Depth: 2
- Final worst slack: -1.02 ns
- Pre-CTS setup slack: -0.990 ns
- CP cell instances: inv_6 -> ha_4 -> inv_2 -> mux4_2 -> buf_2
- Final TNS setup: -11.72 ns
- CTS sink count: 8
- Non-Filler Instances: 207
- Setup crit end kind: primary output
- Fin area: 0.00157 mm²
- Register area: 176 µm²
- Number of global-route vias before repair: 836
- Iteration-0 DRC Markers: 26
- Crit start category: flip-flop
- CTS Buf Count: 3
- Yosys Chip Area: 783 µm²
- Layout cells sized above 1: 65.0%
- FP Util: 19.7%
- Core Box Area: 0.00397 mm²
- IO Port Bufs: 14
- # Cells Yosys: 91
- Reg clk slew, reported paths: 0.03 ns
-- timing repair --
action | in CTS | in global routing
cloned | 0 | 0
gates resized | 52 | 24
pin swaps | 8 | 8
endpoints found under the setup margin | 14 | 14
buffers inserted | 11 | 7
-- cell usage after synthesis --
master	instances	area share (%)
inv_1	5	2.4
o21ai_1	4	2.6
nand3_1	3	1.9
dfxtp_1	8	20
or3_1	2	1.6
nor3_2	1	1.3
nand2_1	9	4.3
nand3_2	1	1.3
xnor2_1	4	4.5
mux4_2	3	8.6
o21ai_0	6	3.8
buf_2	4	2.6
nand2b_1	1	0.80
inv_2	3	1.4
mux2_2	1	1.4
a21bo_2	1	1.3
mux2i_1	4	5.1
a21oi_1	2	1.3
nand3b_1	1	0.96
ha_1	14	22
nor2_1	6	2.9
o22ai_1	1	0.80
buf_4	3	2.9
nand4_1	1	0.80
conb_1	1	0.48
xor2_1	2	2.2
-- cell usage in the layout, fill, tap and decap left out --
cell type	netlist	routed
buf_4	3	33
buf_6	0	15
ha_4	0	9
buf_2	4	9
o21ai_1	4	8
inv_1	5	8
nand2_1	9	7
nor2_1	6	6
inv_6	0	4
mux2i_1	4	4
xnor2_1	4	4
dfxtp_4	0	4
inv_2	3	3
nand3_1	3	3
mux4_2	3	3
ha_1	14	3
clkbuf_8	0	3
dfxtp_1	8	3
clkbuf_2	0	3
nand2_2	0	2
o21ai_2	0	2
a21oi_2	0	2
xor2_1	2	2
ha_2	0	2
conb_1	1	2
mux2_4	0	1
nand2b_4	0	1
o22ai_2	0	1
a21bo_2	1	1
nand3b_1	1	1
nand3_2	1	1
or3_1	2	1
or3_4	0	1
nor3_2	1	1
nand4_1	1	1
dfxtp_2	0	1
dlymetal6s2s_1	0	1
dlygate4sd2_1	0	1
-- cell families (layout without fill, tap and decap cells) --
family,after synthesis,after routing
multiplexers,8,8
adder cells (fa/ha/maj),14,14
other,1,2
AND/OR/NAND/NOR,25,25
XOR/XNOR,6,6
buffers and inverters,15,80
AND-OR/OR-AND,14,14
flip-flops,8,8
-- where the power goes --
| part | switching (mW) | leakage, nW | internal, mW |
|---|---|---|---|
| registers | 0 | 0.0682 | 0.164 |
| logic | 0.000200 | 0.604 | 0 |
| clock network | 0.112 | 0.0642 | 0.161 |
| total | 0.112 | 0.737 | 0.325 |
-- layer usage --
metal	GRT usage, %	routed length (µm)	vias up
met5	0	0	-
li1	-	-	432
met3	2.95	154	2
met2	9.55	981	17
met4	1.22	8	0
met1	6.96	985	366
-- critical path, delay by kind of cell (launching register included) --
kind	cells	cell delay, ns
adder cells (fa/ha/maj)	1	0.27
buffers and inverters	3	0.21
flip-flops	1	0.38
multiplexers	1	0.42
-- area by class of cell --
| cell class | count | share of cell area [%] |
|---|---|---|
| well taps | 50 | 3.99 |
| multi-input cells | 69 | 45.5 |
| clock inverters | 8 | 1.91 |
| repair buffers | 62 | 31.7 |
| inverters | 7 | 2.95 |
| flip-flops and latches | 8 | 11.2 |
| clock buffers | 3 | 2.63 |
-- worst paths after layout --
kind | from | endpoint | cells past startpoint
min | cnt_t[7] | cnt_t[7] | 2
max reg2reg | cnt_t[0] | cnt_t[7] | 7
max | cnt_t[1] | bcdcnt4[4] | 5
min reg2reg | cnt_t[7] | cnt_t[7] | 2
Power and IR drop assume default switching activity.
